==> flow/design.v <==
`timescale 1ns / 1ps
module ReadEmpty #(parameter address=3)(read_clk,read_rst,read_inc,sync_write_ptr,read_ptr,read_addr,read_empty);
input read_clk,read_rst,read_inc;
input [address:0]sync_write_ptr;
output reg [address:0]read_ptr;
output reg [address-1:0]read_addr;
output reg read_empty;
reg [address:0]read_binary,binary_next,gray_next;
always@*
begin
read_addr=read_binary[address-1:0];
binary_next=read_binary+(read_inc&&(~read_empty));
gray_next=(binary_next>>1)^binary_next;
end
always@(posedge read_clk or posedge read_rst)
begin
if(read_rst) {read_binary,read_ptr}<=0;
else {read_binary,read_ptr}<={binary_next,gray_next};
end
always@(posedge read_clk or posedge read_rst)
begin
if(read_rst) read_empty<=1;
else read_empty<=(gray_next==sync_write_ptr);
end
endmodule
==> flow/run.sh <==
#!/bin/bash
# OpenROAD 26Q1-2900-gdf79404cd8, Yosys 0.63+post, stock flow scripts
make -C /OpenROAD-flow-scripts/flow DESIGN_CONFIG=/design/flow/config.mk WORK_HOME=/design/flow/orfs finish
==> flow/config.mk <==
export PLATFORM = sky130hd
export DESIGN_NAME = ReadEmpty
export DESIGN_NICKNAME = ReadEmpty
export VERILOG_FILES = /design/flow/design.v
export SDC_FILE = /design/flow/constraint.sdc
export NUM_CORES = 4
export LEC_CHECK = 1
export CORE_AREA = 10 10 76 76
export DIE_AREA = 0 0 86 86
==> flow/constraint.sdc <==
current_design ReadEmpty

set clk_period 2.0
set clk_io_pct 0.2

create_clock -name clk0 -period $clk_period [get_ports {read_clk}]

set non_clock_inputs [all_inputs -no_clocks]
set_input_delay [expr $clk_period * $clk_io_pct] -clock clk0 $non_clock_inputs
set_output_delay [expr $clk_period * $clk_io_pct] -clock clk0 [all_outputs]
==> tab_implementation.tex <==
% Yosys + OpenROAD metrics
\begin{tabular}{lr}
\hline
Metric & Value \\
\hline
\multicolumn{2}{l}{\textbf{Logic synthesis}} \\
Share of synthesized cell area in and, or, nand and nor gates & 13.5\% \\
Combined area of all synthesized cells & 454 um2 \\
Unique cell types & 22 \\
Syn. warnings & 1 \\
Mux area share & 2.20\% \\
Post-synthesis share of cell area spent on xor and xnor gates & approximately a fifth \\
Cell count in the Yosys report & between 40 and 50 \\
YS chip area & 454 um2 \\
Count of flip-flops with a built-in enable after synthesis & 0 \\
Most used flip-flop cell after synthesis & dfrtp\_1 \\
Avg Inst Size Synth & 10.6 um2 \\
Instance count of the mapped netlist & 43 \\
Fraction of registers with async set/reset & 100\% \\
Number of storage elements in the synthesis netlist & 8 \\
Register area share after synthesis & between 40\% and 50\% \\
Ao+oa area frac & 9.92\% \\
Dominant combinational family & XOR/XNOR gates \\
Adder and majority cell fraction of the synthesized area & approximately 5.5\% \\
\multicolumn{2}{l}{\textbf{Final layout}} \\
Fraction of layout instances using a drive strength above 1 & 24.2\% \\
Non-filler cells, final & 116 \\
Area delta synth->final & 72.7\% \\
\multicolumn{2}{l}{\textbf{Final timing}} \\
Highest Clock Rate & 0.527 GHz \\
Final Skew & roughly 0.0034 ns \\
Setup\_tns & 0 ns \\
Setup repair after global routing missed its margin & false \\
Max\_slew headroom & 78.8\% \\
Final Hold Violating Endpoints & 0 \\
Number of slew-limit violations in the final report & 0 \\
Final critical-path share of the clock period & around 95\% \\
Worst Tran Pin Value & 0.318 ns \\
Clock period minus final worst setup slack & 1.90 ns \\
Final Setup Violations & 0 \\
\multicolumn{2}{l}{\textbf{Critical path}} \\
Worst Reg-to-Reg Cells & 7 \\
CP Launch Type & input pin \\
Data required, critical path & around 2.1 ns \\
Type of the worst setup path & input pin to flop \\
Critical Path AT & between 2 and 2.5 ns \\
Crit path max fanout & 3 \\
Capturing element type of the critical path & flop \\
\multicolumn{2}{l}{\textbf{Clocking}} \\
Cts bufs inserted & 3 \\
Maximum root-to-sink buffer count & 2 \\
TritonCTS clock tree & done \\
Number of hold buffers added after cts & 0 \\
H-tree depth & 1 \\
Clock sink count & 8 \\
Setup repair bufs after CTS & 0 \\
Clock slew seen by the registers of the worst setup and hold paths & about 0.04 ns \\
Clk ins delay skew pair & approximately 0.22 ns \\
CTS Root Cell & clkbuf\_8 \\
\multicolumn{2}{l}{\textbf{Floorplanning}} \\
Die Outline Area & about 0.0074 mm2 \\
Floorplan die height & 86 um \\
Standard-cell rows & 23 \\
Init Core Util & 11.0\% \\
Die Wd & approximately 86 um \\
Count of pins on the block boundary & 15 \\
Floorplan Core Area & 0.00412 mm2 \\
\multicolumn{2}{l}{\textbf{Power}} \\
Total power density per cell area & 1550 mW/mm2 \\
Maximum ir drop on the vdd rail & 0.349 mV \\
Cell leakage power & roughly 0.32 nW \\
\multicolumn{2}{l}{\textbf{Job}} \\
Number of warnings the tools reported & 25 \\
Max-cap violations & 0 \\
\multicolumn{2}{l}{\textbf{Placement}} \\
Routability cong. & approximately 0.79 \\
PortBufs & 14 \\
Instance count after placement with tap cells included & 112 \\
Detailed placement HPWL & 889 um \\
\multicolumn{2}{l}{\textbf{Detailed routing}} \\
Number of search-and-repair iterations in the first detailed-routing pass & 2 \\
Antenna fix cells & 0 \\
Routed wire per std cell & $\sim$9.6 um \\
Detailed-route vias per instance & between 3 and 4 \\
Post-route ant nets & 0 \\
Total via count in the routed design & 381 \\
Routed WL & 1120 um \\
DRC & 0 \\
Violation tally from detailed-route iteration zero & 49 \\
\multicolumn{2}{l}{\textbf{Global route}} \\
Vias in the first global route & 410 \\
Leftover overflow at the end of global routing & 0 \\
Tot GR Track Use & between 2 and 3\% \\
Maximum number of pins on one net before global-route repair & 11 \\
Initial antenna violation count & 0 \\
First-pass GRT wire length & 1830 um \\
\multicolumn{2}{l}{\textbf{Hold path}} \\
Path category of the worst min-delay check & input pin to asynchronous set/reset pin \\
\multicolumn{2}{l}{\textbf{Outcome}} \\
Status & complete, no violations \\
\hline
\end{tabular}
[stage by stage]
step                cell area [um2]  setup slack, ns  hold WS [ns]  total power, mW  util [%]
floorplan                       454            0.116         0.215            0.638         -
global placement                701           -0.303         0.592            0.944      17.0
detailed placement              701           -0.295         0.590            0.957      17.0
CTS                             754           0.0329         0.429             1.19      18.3
global route                    785           0.0136         0.457             1.33      19.1
finish                          785            0.103         0.421             1.22      19.1
[cell usage after synthesis, drive strengths merged (2+ instances only)]
master  number  area, um2
a21o         2       15.0
clkbuf       2       8.75
dfrtp        7        175
ha           2       25.0
inv          2       7.51
nand2        3       11.3
nand3        2       10.0
nor2         2       7.51
nor2b        2       12.5
xnor2        4       42.6
xor2         6       52.6
[state kept, by name (all words and copies together), names as in the netlist]
| signal | flops |
|---|---|
| read_binary | 3 |
| read_empty | 1 |
| read_ptr | 4 |
[timing repair]
action / CTS / global route
resized: 2 / 5
gates cloned: 0 / 0
pin swaps: 1 / 3
endpoints found under the setup margin: 1 / 1
[worst paths after layout]
| path | from | to | slack, ns |
|---|---|---|---|
| max | read_inc | read_empty$_DFF_PP1_ | 0.10 |
| max in group asynchronous | read_rst | read_empty$_DFF_PP1_ | 1.30 |
| min in group clk0 | read_binary[0]$_DFF_PP0_ | read_binary[0]$_DFF_PP0_ | 0.57 |
| min | read_rst | read_ptr[1]$_DFF_PP0_ | 0.42 |
| max reg2reg | read_empty$_DFF_PP1_ | read_empty$_DFF_PP1_ | 0.26 |
| min reg2reg | read_binary[0]$_DFF_PP0_ | read_binary[0]$_DFF_PP0_ | 0.57 |
[routing by layer]
metal  up-vias  GRT usage, %  part of all wire (%)
met1       178          3.49                    41
met5         -             0                     0
met4         0          1.05                   3.0
met3         2         0.953                   8.0
li1        191             -                     -
met2        10          4.80                    48
[power by group]
group / switching [mW] / total [mW] / internal (mW)
clock network: 0.0585 / 0.196 / 0.138
registers: 0.0984 / 0.348 / 0.249
logic: 0.236 / 0.674 / 0.439
total: 0.393 / 1.22 / 0.826
[placed cells by master, fill, tap and decap left out, drive strengths merged]
master and count:
buf 7, mux2i 1, o211ai 1, inv 2, o21ai 1, and2 1
nand3 2, nand4 1, nor2 2, dfrtp 7, nand3b 1, a21o 2
clkdlybuf4s50 14, dfstp 1, nor2b 2, ha 2, xnor2 4, clkbuf 4
xor2 6, nand2 3, a311oi 1, a211o 1
[cell families after synthesis]
family / count (synthesis)
AOI/OAI and AO/OA: 6
xor gates and xnor gates: 10
adders and majority gates: 2
buffers and inverters: 4
DFF: 8
muxes: 1
and+or+nand+nor: 12
[critical path, cell delays in order]
cell	delay [ns]
clkdlybuf4s50_1	0.46
nor2b_4	0.15
ha_4	0.16
buf_4	0.12
nand2_1	0.08
buf_4	0.15
o211ai_1	0.15
nand3_1	0.11
a311oi_2	0.25
[area by class of cell]
type | count | area (um2)
clock buffer | 4 | 45.0
fill | 437 | 3330
inverter | 2 | 7.51
multi-input combinational | 31 | 275
sequential | 8 | 201
tap | 50 | 62.6
timing repair buffer | 21 | 193
Power is estimated from default activity; no workload was simulated.
