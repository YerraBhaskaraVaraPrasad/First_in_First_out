[flow/constraint.sdc]
current_design memory

set clk_period 2.2
set clk_io_pct 0.2

create_clock -name clk0 -period $clk_period [get_ports {write_clk}]

set non_clock_inputs [all_inputs -no_clocks]
set_input_delay [expr $clk_period * $clk_io_pct] -clock clk0 $non_clock_inputs
set_output_delay [expr $clk_period * $clk_io_pct] -clock clk0 [all_outputs]
[flow/run.sh]
#!/bin/bash
# OpenROAD 26Q1-2900-gdf79404cd8, Yosys 0.63+post, stock flow scripts
make -C /OpenROAD-flow-scripts/flow DESIGN_CONFIG=/design/flow/config.mk WORK_HOME=/design/flow/orfs finish
[flow/config.mk]
export PLATFORM = sky130hd
export DESIGN_NAME = memory
export DESIGN_NICKNAME = memory
export VERILOG_FILES = /design/flow/design.v
export SDC_FILE = /design/flow/constraint.sdc
export NUM_CORES = 4
export LEC_CHECK = 1
export CORE_UTILIZATION = 40
[flow/design.v]
`timescale 1ns / 1ps
module memory #(parameter address=3,parameter data=8)(write_data,write_addr,read_addr,wr,write_full,write_clk,read_data);
input [data-1:0]write_data;
input [address-1:0]write_addr,read_addr;
input wr,write_full,write_clk;
output [data-1:0]read_data;
localparam fifo_depth=1<<address;
reg [data-1:0]mem[0:fifo_depth-1];
assign read_data=mem[read_addr];
always@(posedge write_clk)
begin
if(wr&&(!write_full)) mem[write_addr]<=write_data;
end
endmodule
==> run_results.csv <==
group,metric,value,unit
status,status,"complete, no violations",
global_routing,grt_usage,0.1687,
global_routing,grt_use_met3,0.09357,
worst_setup_path,cp_data_required_time,1.76,ns
drt,first_pass_iters,4,
hold_path,hold_path.class,"primary input to flip-flop",
power_and_ir_drop,p_total,0.002564,W
power_and_ir_drop,leakage,1.112,nW
global_routing,use_met1,0.2294,
synth,topCombFamilyByArea,"multiplexers",
drt,avgRoutedWirePerCell,19.57,um
final_timing,max_freq,469.5,MHz
die,initCoreUtil,0.4211,
finish,areaGrowthSynthToFinish,26.97,%
synth,top_cell,"edfxtp_1",
worst_setup_path,critPathMaxFanout,1,
final_timing,min_period_over_period,0.9682,
synth,syn-instance-count,106,
final_timing,rsz0062_at_grt,"false",
finish,layout.cells.non_filler,233,
drt,viasPerCell,5.094,
power_and_ir_drop,comb_power_share,0.075,
hold_path,hold_depth,1,
placement,gp_congestion,0.7350,
synth,common_cells,"64 x edfxtp_1, 15 x mux4_1, 8 x mux2_2, 6 x nor2_1",
clock_network,hold_buffers,0,
power_and_ir_drop,p_clk_frac,0.390,
synth,ys_async_sr_fraction,0,
synth,ys_sh_simple,0.02564,
finish,post-route-util,0.5347,
synth,ys_cells,106,
synth,synth.avg_cell_area,23.94,um2
drt,insertedDiodeCount,0,
drt,drt_iter0_markers,44,
final_timing,tightest_slew,0.2469,ns
synth,yosys_warnings,1,
synth,synth_area,0.002537,mm2
synth,mux_share,0.1997,
synth,synth_flops,64,
final_timing,slew_headroom,0.8349,
finish,reg_top3,"mem: 64 flops",
clock_network,clock_sinks,64,
finish,largest_reg_flops,64,
global_routing,grt_max_degree,14,
die,dieWidth,81.65,um
power_and_ir_drop,p_switching,0.0005417,W
final_timing,setup_violations,0,
global_routing,grt_pass1_wl,6934,um
final_timing,finalHoldViolations,0,
placement,place_inst,211,
placement,io_buffers,24,
synth,synth_cell_type_count,15,
clock_network,path_clk_slew,0.07,ns
final_timing,slew_violations,0,
drt,drc_errors,0,
synth,largest_area_cell,"edfxtp_1",
global_routing,grt-ovfl-total,0,
final_timing,tns,0,ns
synth,ys_sh_aoi,0,
finish,top_register,"mem",
drt,vias,1187,
die,fp.dieArea,0.006666,mm2
die,core,0.006026,mm2
synth,adder_share,0,
power_and_ir_drop,peakVddDrop,0.0005394,V
worst_setup_path,crit_chain,"mux4_2, mux2_4, dlygate4sd2_1",
hold_path,hp-start,"write_data[1]",
global_routing,antenna_found_initial,0,
finish,drive_gt1_frac,0.3797,
global_routing,met2_usage,0.2642,
clock_network,clock_path_buffers,2,
placement,place_hpwl,2483,um
power_and_ir_drop,p_int,0.002022,W
clock_network,htreeDepth,3,
power_and_ir_drop,pwr_density_cell,795.8,mW/mm2
global_routing,grt.busiest_layer,"met2",
die,dieHeight,81.65,um
die,pin_count,25,
worst_setup_path,cp-start-kind,"flip-flop",
synth,xor_share,0,
clock_network,numCtsBuffers,9,
synth,yosys_area,0.002537,mm2
hold_path,whs_endpoint,"mem[0][1]$_DFFE_PP_",
synth,yosysTopAreaCellShare,0.7574,
synth,area_leaders,"edfxtp_1 76%, mux4_1 16%, mux2_2 3.6%",
worst_setup_path,critPathArrivalTime,1.69,ns
drt,drt_wl_total,4560,um
global_routing,grt_pass1_vias,1298,
synth,edf_count,64,
worst_setup_path,cpMaxStageDelayCell,"mux4_2",
power_and_ir_drop,seqPwrFrac,0.535,
worst_setup_path,max_stage_delay,0.48,ns
power_and_ir_drop,p_sw_frac,0.2113,
worst_setup_path,path_class,"flip-flop to output port",
clock_network,root_buffer,"clkbuf_8",
flow_run,tool_warnings,26,
synth,flop_cell,"edfxtp_1",
synth,ys_seq_share,0.7574,
flow_run,cap_violations,0,
die,rows,28,
final_timing,fin_crit,2.130,ns
clock_network,cts_tree,"done",
drt,antenna_left,0,
worst_setup_path,worst_setup_path_end_kind,"output port",
-- power by group through the flow --
stage | clock, W | sequential (W) | combinational [W]
after CTS | 0.00103 | 0.00137 | 0.000187
final | 0.00100 | 0.00137 | 0.000192
after global routing | 0.00109 | 0.00137 | 0.000210
-- per-layer routing --
layer  vias up  wire length, um  part of all wire
met4         0               70             0.015
met1       582             1761              0.39
li1        539                -                 -
met5         -                0                 0
met2        58             2258              0.50
met3         8              470              0.10
-- metrics by stage --
| stage | hold slack [ns] | setup slack [ns] | instance area (um2) |
|---|---|---|---|
| after CTS | 0.8110 | -0.1231 | 3193 |
| after floorplan | 0.5389 | 0.2661 | 2537 |
| after detailed placement | 1.181 | -0.6564 | 2948 |
| final | 0.8130 | 0.06994 | 3222 |
| after global routing | 0.8187 | 0.001143 | 3222 |
| after global placement | 1.142 | -0.6453 | 2948 |
-- cell families (layout without fill, tap and decap cells) --
family	count (synthesis)	count (layout)
DFF	64	64
muxes	24	24
and+or+nand+nor	13	13
buffers and inverters	5	57
-- layout by cell type (no fill, tap or decap), types with 2 or more instances in the layout --
master / count
buf_16: 2
edfxtp_1: 64
clkbuf_8: 9
mux4_2: 16
clkdlybuf4s15_1: 3
clkdlybuf4s50_1: 14
nand2b_1: 2
clkinvlp_4: 2
buf_12: 3
nor3_1: 2
mux2_4: 7
inv_6: 2
clkinv_4: 2
buf_4: 12
nor2_1: 6
dlymetal6s2s_1: 4
-- critical path: cells and delay by family (launching register included) --
family / cells / cell delay [ns]
mux: 2 / 0.75
flops: 1 / 0.36
buf+inv: 1 / 0.23
-- what timing repair did --
item | in CTS | in global routing
resized | 31 | 15
cloned | 2 | 0
pin swaps | 0 | 0
setup buffers | 1 | 4
endpoints found under the setup margin | 8 | 8
hold endpoints to repair | 0 | 0
-- worst max path at each step --
stage / startpoint / end / slack (ns)
after CTS: read_addr[0] / read_data[7] / -0.12
after global routing: mem[7][6]$_DFFE_PP_ / read_data[6] / 0.001
final: mem[7][6]$_DFFE_PP_ / read_data[6] / 0.07
-- area by class of cell --
cell class / count / area [um2]
Clock buffer: 9 / 123.9
Clock inverter: 7 / 80.08
Fill cell: 485 / 2804
Multi-Input combinational cell: 37 / 541.8
Sequential cell: 64 / 1922
Tap cell: 75 / 93.84
Timing Repair Buffer: 41 / 460.4
Power is estimated from default activity; no workload was simulated.
